==> flow/design.v <==
module cnt(
    input           clk,
    input           rst_n,
    output          sink_sop,
    output          sink_eop,
    output          sink_valid
);
reg [22:0]  count;
reg         sop;
reg         eop;
reg         valid;
assign sink_sop = sop;
assign sink_eop = eop;
assign sink_valid = valid;
always @(posedge clk or negedge rst_n) begin
    if(!rst_n) begin
        eop <= 1'b0;
        sop <= 1'b0;
        valid <= 1'b0;
        count <= 22'b0;
    end
    else begin
        count <= count + 22'b1;                  
        if(count==22'b1)
            sop <= 1'b1;
        else
            sop <= 1'b0;
        if(count==22'd2500001)                     
            eop <= 1'b1;
        else
            eop <= 1'b0;
        if(count>=22'd1 & count <=22'd2500000)
            valid <= 1'b1;
        else
            valid <= 1'b0;
    end
end
endmodule
==> flow/run.sh <==
#!/bin/bash
# OpenROAD 26Q1-2900-gdf79404cd8, Yosys 0.63+post, stock flow scripts
make -C /OpenROAD-flow-scripts/flow DESIGN_CONFIG=/design/flow/config.mk WORK_HOME=/design/flow/orfs finish
==> flow/config.mk <==
export PLATFORM = sky130hd
export DESIGN_NAME = cnt
export DESIGN_NICKNAME = cnt
export VERILOG_FILES = /design/flow/design.v
export SDC_FILE = /design/flow/constraint.sdc
export NUM_CORES = 4
export LEC_CHECK = 1
export CORE_UTILIZATION = 30
==> flow/constraint.sdc <==
current_design cnt

set clk_period 5.5
set clk_io_pct 0.2

create_clock -name clk0 -period $clk_period [get_ports {clk}]

set non_clock_inputs [all_inputs -no_clocks]
set_input_delay [expr $clk_period * $clk_io_pct] -clock clk0 $non_clock_inputs
set_output_delay [expr $clk_period * $clk_io_pct] -clock clk0 [all_outputs]
==> impl_metrics.csv <==
group,metric,value,unit
hold_path,hold_path_class,"reg2reg",
detailed_routing,first_iter_violations,40,
synthesis,top_area_share,50.8,%
clock_tree,worstSkewPairLatency,0.26,ns
synthesis,synth_flops,26,
clock_tree,postCtsSetupRepairBufs,0,
synthesis,ys_warn_count,1,
timing,hold_violations,0,
critical_path,r2r-start,"count[0]$_DFF_PN0_",
global_routing,grt_max_degree,27,
critical_path,required,4.40,ns
placement,dp_cells,172,
job,warnings,27,
synthesis,simple_gate_area_share,26.9,%
synthesis,yosys.area.top_type,"dfrtp_1",
synthesis,synth.distinct_cells,26,
placement,dp_slack,3.64,ns
detailed_routing,antenna_cells,0,
global_routing,grt-ovfl-total,0,
detailed_routing,via_per_inst,4.87,
floorplanning,ios,5,
timing,setup_viol,0,
power_and_ir_drop,peakVddDrop,0.000108,V
run_status,outcome,"complete, no violations",
timing,setup_slack,3.36,ns
job,maxCapViolations,0,
synthesis,mux_area_share,0,%
critical_path,slowest_delay,0.45,ns
critical_path,cp_cell_sequence,"clkdlybuf4s50_1",
critical_path,critPathTopFamily,"buffers and inverters",
clock_tree,cts_root_buf,"clkbuf_8",
finish,design_area,1430,sq um
clock_tree,ctsResizeCount,0,
critical_path,path_class,"reg2out",
clock_tree,hold_buffers,0,
floorplanning,die_h,67.4,um
power_and_ir_drop,netSwitchingPower,0.0000578,W
timing,slew_violations,0,
critical_path,start_kind,"flop",
power_and_ir_drop,power.leakage,0.676,nW
synthesis,xor_share,14.4,%
clock_tree,cts_tree,"done",
synthesis,ys_cells,118,
timing,worst_pin_slew,0.449,ns
detailed_routing,vias,852,
critical_path,r2r_setup_slack,3.82,ns
finish,stdcell_count,175,
floorplanning,core,4060,sq um
floorplanning,initial_core_util,31.6,%
synthesis,avgSynthCellArea,10.9,sq um
critical_path,cp.arrival,1.04,ns
global_routing,grt_pass1_vias,825,
finish,n_fill_cell,382,
critical_path,startpoint,"sop$_DFF_PN0_",
global_routing,met1_usage,15.3,%
power_and_ir_drop,internal-power,0.000241,W
finish,drive_above_1_share,7.20,%
critical_path,crit_path_top_delay_cell,"clkdlybuf4s50_1",
detailed_routing,ant_nets,0,
timing,period_needed,2.14,ns
timing,rsz0062_at_grt,"false",
placement,gp_congestion,0.843,
finish,final_common_cell,"dfrtp_1",
detailed_routing,firstDrtPassIters,4,
critical_path,crit_path_end_kind,"primary output",
synthesis,ys_sh_adder,2.93,%
finish,final_cell_mix,"dfrtp_1 (26), xnor2_1 (16), nand2_1 (13), nand3_1 (12), nor3_1 (6)",
hold_path,worstHoldStart,"count[19]$_DFF_PN0_",
timing,clock.fmax,0.467,GHz
floorplanning,std_cell_rows,23,
synthesis,yosys_area,1280,sq um
global_routing,gr-max-usage-layer,"met2",
floorplanning,dieArea,4540,sq um
power_and_ir_drop,combPwrFrac,1.6,%
placement,dp.final_hpwl,1520,um
synthesis,topCellsByArea,"dfrtp_1 (51%), xnor2_1 (11%), nand3_1 (4.7%)",
global_routing,grt_util_met2,18.1,%
power_and_ir_drop,clkPwrFrac,34.5,%
power_and_ir_drop,switching_share,19.4,%
timing,slew_headroom,69.8,%
global_routing,met3_usage,2.74,%
detailed_routing,wl_per_cell,12.0,um
clock_tree,cts.clk_slew.worst_paths,0.08,ns
floorplanning,die_x,67.4,um
global_routing,grt_antenna_before_repair,0,
hold_path,min_to,"count[19]$_DFF_PN0_",
power_and_ir_drop,power.density,209,nW/um^2
critical_path,cp_max_fo,1,
synthesis,yosys.stat.seqShare,50.8,%
finish,area_growth,11.4,%
timing,fin_skew,0.00265,ns
detailed_routing,finalWirelength,2100,um
clock_tree,clock_path_buffers,2,
placement,placed_cell_area,1390,sq um
global_routing,grt_first_pass_wirelength,3750,um
placement,port_buffers,4,
hold_path,hold_depth,1,
global_routing,grt_usage,10.9,%
timing,finalCritPeriodShare,39.0,%
clock_tree,cts_buffers,3,
synthesis,aoi_share,3.81,%
clock_tree,htree_num_levels,1,
detailed_routing,route.detailed.drc,0,
synthesis,synth.cell_area,1280,sq um
timing,timing.setup.tns,0,ns
critical_path,r2r-end,"count[22]$_DFF_PN0_",
synthesis,synth_cells,118,
critical_path,r2r_cells,5,
critical_path,path_buffers,1,
clock_tree,cts_num_sinks,26,
power_and_ir_drop,power_frac_seq,63.9,%
synthesis,synthTopLogicFamily,"simple AND/OR/NAND/NOR gates",
[area by class of cell]
| class | instances | area, sq um | area share, % |
|---|---|---|---|
| Multi-Input combinational cell | 88 | 614 | 43.0 |
| Tap cell | 50 | 62.6 | 4.38 |
| Clock buffer | 3 | 41.3 | 2.89 |
| Sequential cell | 26 | 651 | 45.6 |
| Timing Repair Buffer | 5 | 47.5 | 3.33 |
| Inverter | 3 | 11.3 | 0.789 |
[kinds of logic (layout without fill, tap and decap cells)]
kind of cell | Yosys count | after routing
xor gates and xnor gates | 21 | 21
buffers and inverters | 4 | 11
adders and majority gates | 3 | 3
AOI/OAI and AO/OA | 7 | 7
and+or+nand+nor | 57 | 57
DFF | 26 | 26
[Yosys cell counts]
master,count
or2_1,1
a21oi_1,2
nor2_1,4
o31ai_1,1
xnor2_1,16
o211ai_1,2
nor3_2,1
or4b_1,1
and4_1,2
nor4_1,4
and2_1,1
a21o_1,1
nand2_1,13
nand3_1,12
nand4_2,1
dfrtp_1,26
nand3_2,1
nor3_1,6
a211o_1,1
nor4_4,2
inv_1,3
xor2_1,5
nand4_1,3
ha_1,3
and3_1,5
buf_2,1
[metrics by stage]
stage | utilization, % | power, W | hold WS, ns
2_1_floorplan | - | 0.000195 | 0.468
3_3_place_gp | 34.2 | 0.000200 | 0.495
3_5_place_dp | 34.2 | 0.000200 | 0.498
4_1_cts | 35.2 | 0.000305 | 0.505
5_1_grt | 35.2 | 0.000313 | 0.534
6_report | 35.2 | 0.000299 | 0.499
[how the worst max path moves through the flow]
stage	to	slack [ns]	cells after the start
6_report	sink_sop	3.36	1
4_1_cts	sink_sop	3.34	1
5_1_grt	sink_sop	3.28	1
[layer usage]
| metal | vias to the layer above | routed length, um |
|---|---|---|
| li1 | 430 | - |
| met1 | 413 | 1080 |
| met2 | 7 | 946 |
| met3 | 2 | 62 |
| met4 | 0 | 10 |
| met5 | - | 0 |
[flip-flops by register name (all words and copies together), names as in the netlist]
name and count:
count 23, eop 1, sop 1, valid 1
[power groups by stage]
stage	registers (W)	logic (W)	clock network, W
CTS	0.000191	0.00000499	0.000109
global route	0.000191	0.00000563	0.000117
finish	0.000191	0.00000467	0.000103
No activity file was given, so power comes from the tool's default toggle rates.
